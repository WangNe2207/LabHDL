File: /design/flow/design.v
module SinglePortRam(
  input i_clk,
  input i_cs,
  input i_wr_e,
  input i_oe,
  input [6:0] i_address,
  inout [7:0] io_data
  );
reg [7:0] data [127:0];
reg [7:0] out_data;
always@(posedge i_clk)
begin
  if(i_cs & i_wr_e)
    data[i_address] <= io_data;
end
always@(posedge i_clk)
begin
  if(i_cs & !i_wr_e)
    out_data <= data[i_address];
end
assign io_data = i_cs & i_oe & !i_wr_e ? out_data : 'hz;
endmodule
File: /design/flow/run.sh
#!/bin/bash
# OpenROAD 26Q1-2900-gdf79404cd8, Yosys 0.63+post, stock flow scripts
make -C /OpenROAD-flow-scripts/flow DESIGN_CONFIG=/design/flow/config.mk WORK_HOME=/design/flow/orfs finish
File: /design/flow/config.mk
export PLATFORM = sky130hd
export DESIGN_NAME = SinglePortRam
export DESIGN_NICKNAME = SinglePortRam
export VERILOG_FILES = /design/flow/design.v
export SDC_FILE = /design/flow/constraint.sdc
export NUM_CORES = 4
export LEC_CHECK = 1
export CORE_UTILIZATION = 30
File: /design/flow/constraint.sdc
current_design SinglePortRam

set clk_period 18.9
set clk_io_pct 0.2

create_clock -name clk0 -period $clk_period [get_ports {i_clk}]

set non_clock_inputs [all_inputs -no_clocks]
set_input_delay [expr $clk_period * $clk_io_pct] -clock clk0 $non_clock_inputs
set_output_delay [expr $clk_period * $clk_io_pct] -clock clk0 [all_outputs]
==> reports/metrics.csv <==
metric,value,unit
DIE WIDTH,369.6,um
Cell Type Count,69,
io pins,19,
height of the die,369.6,um
Synth area leader,edfxtp_1,
CTS Buf Count,105,
post-cts sizing count,0,
cell count after synthesis,2468,
CTS Sinks,1032,
Avg Inst Size Synth,16.43,um2
ys async rst share,0,%
Synthesized registers,1032,
RePlAce Congestion,0.9449,
Clock Root Buffer,clkbuf_16,
Detailed Place HPWL,71.68,mm
Log Error,"[error] [KeplerFormal.cpp:679] Workflow failed: Iso has multiple drivers: .io_data2, io_data[2]$_DFFE_PP_.Q0",
hold bufs inserted after CTS,0,
area share of the leading cell type in the synthesized netlist,76.45,%
CTS H-tree lvls,3,
Synth Flop Type,edfxtp_1,
postcts setup bufs,0,
biggest area cells,"edfxtp_1, mux2i_1, a221oi_1",
number of buffers on the longest clock path,3,
Cells after DPL,4187,
Core Util at FP,30.30,%
Post-Synthesis Cell Area,0.04054,mm2
Synth Warn #,2,
DP Area,0.04303,mm2
dpl ws,10.82,ns
Yosys Instances,2468,
Port-buffer cells,9,
Core Rows,134,
count of library flops with an enable pin,1032,
Last stage,clock tree synthesis,
Yosys chip area,0.04054,mm2
outcome,stopped before the end,
Synth Seq Share,76.45,%
## synth_stat cells (all sizes together) (5+ instances only)
| cell type | count |
|---|---|
| nand3b | 8 |
| o221ai | 6 |
| a221oi | 147 |
| mux2i | 142 |
| o22ai | 78 |
| a221o | 17 |
| mux2 | 23 |
| nor3 | 7 |
| a31oi | 8 |
| clkbuf | 69 |
| nand2 | 92 |
| o22a | 14 |
| inv | 5 |
| a22o | 71 |
| nand2b | 11 |
| mux4 | 6 |
| or3b | 12 |
| edfxtp | 1032 |
| and2 | 5 |
| a211oi | 8 |
| a2111oi | 14 |
| nor2 | 186 |
| nor2b | 33 |
| o21ai | 78 |
| nand3 | 18 |
| a22oi | 93 |
| buf | 117 |
| a21oi | 91 |
| a21o | 5 |
## cell families after synthesis
family	after synthesis	share of synthesized area, %
compound gates	680	12.37
buf+inv	193	2.287
simple gates	392	4.414
flops	1032	76.45
mux	171	4.479
